**./run.sh**
```bash
#!/bin/bash
# OpenROAD 26Q1-2900-gdf79404cd8, Yosys 0.63+post, stock flow scripts
make -C /OpenROAD-flow-scripts/flow DESIGN_CONFIG=/design/flow/config.mk WORK_HOME=/design/flow/orfs finish
```
**./config.mk**
```make
export PLATFORM = sky130hd
export DESIGN_NAME = pipelined_multiplier_4bit
export DESIGN_NICKNAME = pipelined_multiplier_4bit
export VERILOG_FILES = /design/flow/design.v
export SDC_FILE = /design/flow/constraint.sdc
export NUM_CORES = 4
export LEC_CHECK = 1
export CORE_UTILIZATION = 50
```
**./constraint.sdc**
```tcl
current_design pipelined_multiplier_4bit

set clk_period 2.9
set clk_io_pct 0.2

create_clock -name clk0 -period $clk_period [get_ports {clk}]

set non_clock_inputs [all_inputs -no_clocks]
set_input_delay [expr $clk_period * $clk_io_pct] -clock clk0 $non_clock_inputs
set_output_delay [expr $clk_period * $clk_io_pct] -clock clk0 [all_outputs]
```
**./design.v**
```verilog
module pipelined_multiplier_4bit (
    input clk,
    input reset,
    input [3:0] A,   
    input [3:0] B,   
    output reg [7:0] P   
);
    reg [3:0] A_reg1, B_reg1;
    reg [3:0] pp0_reg1, pp1_reg1, pp2_reg1, pp3_reg1;
    reg [7:0] sum0_reg2, sum1_reg2, sum2_reg2, sum3_reg2;
    reg [7:0] temp1_reg3, temp2_reg3;
    always @(posedge clk or posedge reset) begin
        if (reset) begin
            A_reg1 <= 4'b0;
            B_reg1 <= 4'b0;
            pp0_reg1 <= 4'b0;
            pp1_reg1 <= 4'b0;
            pp2_reg1 <= 4'b0;
            pp3_reg1 <= 4'b0;
        end else begin
            A_reg1 <= A;
            B_reg1 <= B;
            pp0_reg1 <= A & {4{B[0]}};
            pp1_reg1 <= A & {4{B[1]}};
            pp2_reg1 <= A & {4{B[2]}};
            pp3_reg1 <= A & {4{B[3]}};
        end
    end
    always @(posedge clk or posedge reset) begin
        if (reset) begin
            sum0_reg2 <= 8'b0;
            sum1_reg2 <= 8'b0;
            sum2_reg2 <= 8'b0;
            sum3_reg2 <= 8'b0;
        end else begin
            sum0_reg2 <= {4'b0000, pp0_reg1};
            sum1_reg2 <= {3'b000, pp1_reg1, 1'b0};
            sum2_reg2 <= {2'b00, pp2_reg1, 2'b00};
            sum3_reg2 <= {1'b0, pp3_reg1, 3'b000};
        end
    end
    always @(posedge clk or posedge reset) begin
        if (reset) begin
            temp1_reg3 <= 8'b0;
            temp2_reg3 <= 8'b0;
            P <= 8'b0;
        end else begin
            temp1_reg3 <= sum0_reg2 + sum1_reg2;
            temp2_reg3 <= sum2_reg2 + sum3_reg2;
            P <= temp1_reg3 + temp2_reg3;
        end
    end
endmodule
```
==> results_dict.tcl <==
# metrics dict for downstream scripts
set metrics [dict create \
    outcome "finished, final reports clean" \
    cp_slowest_stage_delay_ns 0.45 \
    die_w_um 62.1 \
    post-synth-top-area-cell "dfrtp_1" \
    worst-endpoint-arrival_ns 1.15 \
    worst-path-buf-inv 1 \
    worst_setup_hold_path_clk_slew_ns 0.14 \
    initialDrtViolationCount 38 \
    yosysWarningCount 1 \
    cpMaxStageDelayCell "clkdlybuf4s50_1" \
    htree_num_levels 2 \
    largest_net_degree_at_the_start_of_global_routing 36 \
    slew_violations 0 \
    ys_seq_elements 52 \
    syn-mean-instance-area_um2 15.7 \
    timing.critical_path.required_ns 2.32 \
    rr_endpoint "P[6]" \
    post_cts.repair.setup_buffers 0 \
    worst-path-stages 1 \
    num_antenna_cells 0 \
    worst_r2r_startpoint "temp1_reg3[2]" \
    worst_case_register_to_register_setup_slack_ns 1.35 \
    port-buffer-count 17 \
    rsz0062_at_grt "no" \
    ctsRootBufferMaster "clkbuf_4" \
    final_layout_top_logic_cell "dfrtp_1" \
    area.growth.synth_to_final_pct 18.9 \
    setup_viol 0 \
    n_fill_cell 233 \
    reg2regPathDepth 5 \
    hp-class "reg -> reg" \
    yosys-top-cells-area "dfrtp_1 (72%), ha_1 (6.9%), and2_1 (5.5%)" \
    postRouteWirelength_mm 1.92 \
    grt.overflow.total 0 \
    route.detailed.vias_per_inst 4.47 \
    critical_path.cell_chain "clkdlybuf4s50_1" \
    tritoncts "yes" \
    chip_height_um 62.1 \
    most_frequent_cells_in_the_layout "dfrtp_1 (52), clkdlybuf4s50_1 (17), and2_1 (16), ha_1 (10), inv_1 (9)" \
    worstSetupEndpointType "primary output" \
    placement_cell_area_mm2 0.00204 \
    routed_wire_length_per_instance_um 10.3 \
    core_region_area_mm2 0.00339 \
    clk-insertion-delay-late_ns 0.35 \
    synth_top_area_share 0.720 \
    grt_pass1_wl_mm 3.93 \
    postCtsHoldBufs 0 \
    slew_headroom 0.735 \
    floorplan.rows 21 \
    post_synth_design_cell_area_mm2 0.00181 \
    stage_log_warnings 26 \
    critical_path_endpoint "P[0]" \
    hold_violations 0 \
    design.portCount 18 \
    crit_path_start_kind "flop" \
    antenna_violating_nets_post_route 0 \
    detailed_place_hpwl_mm 1.46 \
    post_cts_resize_count 0 \
    fin_worst_hold_slack_ns 0.364 \
    min_period_ns 1.73 \
    drc 0 \
    groute.usage.overall 0.137 \
    total_leakage_power_nw 1.06 \
    yosys_cells 115 \
    cts_max_path_buffers 2 \
    type_of_the_setup_path_with_the_least_slack "reg -> out" \
    tightest_slew_ns 0.398 \
    numClockSinks 52 \
    place_ws_ns 1.23 \
    ys_seq_share 0.720 \
    initial_utilization 0.533 \
    place_congestion 0.730 \
    power.ir.vdd_worst_uv 419 \
    crit_start "P[0]" \
    share_of_the_clock_period_used_by_the_worst_path 0.598 \
    fmax_mhz 577 \
    syn_inst 115 \
    final_instance_area_mm2 0.00215 \
    post_layout_power_mw 1.42 \
    grt_pass1_vias 917 \
    cts_made_buffers 5 \
    yosys.stat.chipArea_mm2 0.00181 \
    maxCapViolations 0 \
    crit_fanout 1 \
    layout-drive-gt1-share 0.0922 \
    synthDistinctLibCells 17 \
    detailroute.via_count 835 \
    power_density_mw_per_mm2 662 \
    timing.final.ws_setup_ns 1.17 \
    setup_tns_ns 0 \
    fin_skew_ns 0.00516 \
    crit_family "buffers and inverters" \
    detailedRoute.firstPassIterationCount 2 \
    grt_antenna_before_repair 0 \
    die_area_mm2 0.00386 \
]
[layout make-up]
cell class | count | area [um^2] | share of cell area
Multi-Input combinational cell | 53 | 468 | 0.218
Timing Repair Buffer | 18 | 178 | 0.0827
Clock inverter | 3 | 68.8 | 0.0320
Sequential cell | 52 | 1300 | 0.606
Inverter | 10 | 37.5 | 0.0175
Tap cell | 46 | 57.6 | 0.0268
Clock buffer | 5 | 37.5 | 0.0175
[stage by stage]
stage                      util  cells
after floorplan               -    115
after global placement    0.602    179
after detailed placement  0.602    179
after CTS                 0.634    187
after global routing      0.634    187
final                     0.634    187
[report_power, final]
group          internal [mW]  switching (mW)  total, mW
logic                 0.0837          0.0541      0.138
registers              0.783          0.0192      0.802
clock network          0.271           0.211      0.482
total                   1.14           0.284       1.42
[state kept, by name, summed over array words and instances, names as in the netlist]
signal / flops
P: 8
temp1_reg3: 6
temp2_reg3: 6
pp0_reg1: 4
pp1_reg1: 4
pp2_reg1: 4
pp3_reg1: 4
sum0_reg2: 4
sum1_reg2: 4
sum2_reg2: 4
sum3_reg2: 4
[layer usage]
metal | share of wire | track usage | vias up
li1 | - | - | 413
met1 | 0.42 | 0.197 | 398
met2 | 0.52 | 0.231 | 22
met3 | 0.052 | 0.0336 | 2
met4 | 0.0099 | 0.0203 | 0
met5 | 0 | 0 | -
[cells by family after synthesis]
group,count (synthesis),share of synthesized area
AND/OR/NAND/NOR,21,0.0727
buffers and inverters,10,0.0208
AND-OR/OR-AND,11,0.0450
adder cells (fa/ha/maj),13,0.102
XOR/XNOR,8,0.0388
flip-flops,52,0.720
[worst min-delay path by stage]
stage | startpoint | endpoint | cells past startpoint
4_1_cts | pp2_reg1[1] | sum2_reg2[3] | 0
6_report | temp1_reg3[1] | P[1] | 0
5_1_grt | pp3_reg1[2] | sum3_reg2[5] | 0
[cell usage after synthesis (all sizes together)]
| cell | n |
|---|---|
| dfrtp | 52 |
| and2 | 16 |
| ha | 10 |
| inv | 10 |
| xnor2 | 5 |
| a21oi | 4 |
| a21o | 3 |
| fa | 3 |
| xor2 | 3 |
| nand3 | 2 |
| nor2b | 2 |
| o21a | 2 |
| nand2 | 1 |
| o211ai | 1 |
| o21bai | 1 |
